==> ./design.v <==
`timescale 1ns / 1ps
module flopr #( parameter NBITS = 16 ) (
	input clk,
	input reset,
	input [NBITS-1:0] cnt_ini,
	input [NBITS-1:0] nextq,
	output[NBITS-1:0] q
);
reg [NBITS-1:0] iq ;
always @(posedge clk) begin
	if (reset) begin
		iq <= cnt_ini ;
	end
	else begin
		iq <= nextq;
	end
end
assign q = iq ; 
endmodule
==> ./run.sh <==
#!/bin/bash
# OpenROAD 26Q1-2900-gdf79404cd8, Yosys 0.63+post, stock flow scripts
make -C /OpenROAD-flow-scripts/flow DESIGN_CONFIG=/design/flow/config.mk WORK_HOME=/design/flow/orfs finish
==> ./config.mk <==
export PLATFORM = sky130hd
export DESIGN_NAME = flopr
export DESIGN_NICKNAME = flopr
export VERILOG_FILES = /design/flow/design.v
export SDC_FILE = /design/flow/constraint.sdc
export NUM_CORES = 4
export LEC_CHECK = 1
export CORE_AREA = 10 10 81 81
export DIE_AREA = 0 0 91 91
==> ./constraint.sdc <==
current_design flopr

set clk_period 1.0
set clk_io_pct 0.2

create_clock -name clk0 -period $clk_period [get_ports {clk}]

set non_clock_inputs [all_inputs -no_clocks]
set_input_delay [expr $clk_period * $clk_io_pct] -clock clk0 $non_clock_inputs
set_output_delay [expr $clk_period * $clk_io_pct] -clock clk0 [all_outputs]
==> impl_metrics.json <==
{
  "status": "completed",
  "root_buffer": "clkbuf_8",
  "ys_types": 5,
  "post_drt_wl_per_cell_um": 11.1,
  "drive_gt1_frac": 0.310,
  "fp.dieW_um": 91,
  "clock-sinks": 16,
  "area_delta_synth_final_pct": 107,
  "chipArea_mm2": 0.00828,
  "grt_start_max_net_pins": 9,
  "slew_viol_final": 0,
  "period_used_share": 0.966,
  "fin_crit_ns": 0.966,
  "rsz0062_at_grt": "no",
  "crit_family": "flip-flops",
  "cts_buffers": 3,
  "largest_reg_flops": 16,
  "antenna_found_initial": 0,
  "fill_cells": 518,
  "powerDensity_mw_per_mm2": 1230,
  "reg.largest.list": "iq: 16 flops",
  "path_cells": "dlygate4sd2_1",
  "first_global_vias": 553,
  "max_freq_mhz": 1030,
  "clockBufferDepth": 2,
  "postCtsSetupBuffers": 0,
  "crit_type": "flop to output port",
  "synth_seq_share": 0.563,
  "gp_congestion": 0.705,
  "htreeDepth": 1,
  "first_iter_violations": 1,
  "worst-path-buf-inv": 1,
  "hold_depth": 3,
  "regMostFlops": "iq",
  "yosys_warnings": 1,
  "syn_avg_cell_area_um2": 16.7,
  "vias": 465,
  "wl_um": 1710,
  "crit_path_end_kind": "output port",
  "peakVddDrop_mv": 0.314,
  "worst-slew-pin-transition_ns": 0.152,
  "slowest_delay_ns": 0.29,
  "core_area_mm2": 0.00482,
  "syn_area_um2": 569,
  "die_h_um": 91,
  "hold_violations": 0,
  "finish.utilization": 0.245,
  "cap_violations": 0,
  "grt-ovfl-total": 0,
  "warnings": 25,
  "fp-utilization": 0.118,
  "synth-area-yosys_um2": 569,
  "hold_path_class": "input port to flop",
  "ys_ff": 16,
  "setup_viol": 0,
  "rows": 25,
  "fin_tns_setup_ns": 0,
  "yosysCellCount": 34,
  "syn_inst": 34,
  "dp_hpwl_um": 1570,
  "diodes": 0,
  "grt_pass1_wl_um": 2740,
  "start_kind": "flop",
  "slew-limit-headroom": 0.899,
  "slowest_stage": "dfxtp_1",
  "numPortBuffers": 49,
  "crit_cells": 1,
  "drc_errors": 0,
  "leakagePower_nw": 0.484,
  "drtAntennaViolNets": 0,
  "cp_max_fo": 1,
  "pin_count": 50,
  "drt_pass1_iterations": 2,
  "critPathArrivalTime_ns": 0.77,
  "cts_tree": "done",
  "vias_per_cell": 3.02,
  "track_usage": 0.0415,
  "required_ns": 0.80,
  "path_clk_slew_ns": 0.06
}
-- through the flow --
step	setup slack [ns]	hold WS (ns)	total power [W]	cell area [um2]	std cells
floorplan	0.143	0.343	0.000797	569	34
global placement	-0.365	0.810	0.00104	1130	151
detailed placement	-0.386	0.810	0.00104	1130	151
CTS	0.00105	0.560	0.00148	1160	154
global route	0.00140	0.556	0.00155	1180	154
finish	0.0336	0.550	0.00145	1180	154
-- cell families after synthesis --
kind of cell / Yosys count / share of synthesized area
flip-flops: 16 / 0.563
buffers and inverters: 2 / 0.0549
multiplexers: 16 / 0.382
-- final timing paths --
kind | from | endpoint | slack [ns]
max | iq[10] | q[10] | 0.03
min | reset | iq[13] | 0.55
-- per-layer routing --
metal	up-vias	wire length, um	GRT usage
li1	223	-	-
met1	197	790	0.0503
met4	0	21	0.00522
met2	42	631	0.0591
met3	3	265	0.0315
met5	-	0	0
-- power breakdown --
part           internal, W  switching (W)
combinational     0.000237      0.0000541
sequential        0.000692      0.0000118
clock             0.000266       0.000191
-- synth_stat cells --
master | instances | area, um2
dfxtp_1 | 16 | 320
mux2_4 | 10 | 150
mux2_2 | 6 | 67.6
buf_12 | 1 | 20.0
buf_6 | 1 | 11.3
-- cell type report --
cell class	count	area (um2)	share of cell area
Tap cell	67	83.8	0.0710
Clock buffer	3	41.3	0.0350
Sequential cell	16	327	0.277
Timing Repair Buffer	52	510	0.433
Multi-Input combinational cell	16	218	0.185
-- timing repair --
| item | in CTS | in global routing |
|---|---|---|
| hold buffers | 0 | 0 |
| endpoints found under the setup margin | 32 | 12 |
| gates resized | 20 | 15 |
| endpoints found under the hold margin | 0 | 0 |
-- placed cells by master, fill, tap and decap left out --
cell type,count
mux2_4,10
clkbuf_8,3
dfxtp_1,11
buf_6,1
dlygate4sd2_1,5
clkdlybuf4s50_1,32
dfxtp_2,5
mux2_2,6
buf_4,2
clkdlybuf4s15_1,12
Power is estimated from default activity; no workload was simulated.
