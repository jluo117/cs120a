--- flow/design.v ---
`timescale 1ns / 1ps
module comparatorgen_st  #( parameter NBITS = 16 ) (
	output wire r ,
	input wire[NBITS-1:0] a ,
	input wire[NBITS-1:0] b
);
wire [NBITS-1:0] iresult ; 
genvar k ;
generate
for (k=0; k < NBITS; k = k+1)
begin : blk
	xor c1 (iresult[k], a[k], b[k] ) ; 
end
endgenerate
assign r = ~(|iresult); 
endmodule
--- flow/run.sh ---
#!/bin/bash
# OpenROAD 26Q1-2900-gdf79404cd8, Yosys 0.63+post, stock flow scripts
make -C /OpenROAD-flow-scripts/flow DESIGN_CONFIG=/design/flow/config.mk WORK_HOME=/design/flow/orfs finish
--- flow/config.mk ---
export PLATFORM = sky130hd
export DESIGN_NAME = comparatorgen_st
export DESIGN_NICKNAME = comparatorgen_st
export VERILOG_FILES = /design/flow/design.v
export SDC_FILE = /design/flow/constraint.sdc
export NUM_CORES = 4
export LEC_CHECK = 1
export CORE_AREA = 10 10 70 70
export DIE_AREA = 0 0 80 80
--- flow/constraint.sdc ---
current_design comparatorgen_st

set clk_period 1.6
set clk_io_pct 0.2

create_clock -name clk0 -period $clk_period

set non_clock_inputs [all_inputs -no_clocks]
set_input_delay [expr $clk_period * $clk_io_pct] -clock clk0 $non_clock_inputs
set_output_delay [expr $clk_period * $clk_io_pct] -clock clk0 [all_outputs]
==> flow_summary.json <==
{
  "clock.fmax_mhz": 665,
  "crit_path_max_fanout": 1,
  "yosysWarnings": 0,
  "diodes": 0,
  "drtAntennaViolNets": 0,
  "clock_buffers": 0,
  "grt_overflow": 0,
  "dpl.hpwl_um": 861,
  "post_cts_buffers": 0,
  "flops": 0,
  "num_rows": 21,
  "fp.dieH_um": 80,
  "dr.first_iter.drc_count": 0,
  "whs_ns": 1.04,
  "area_growth_pct": 165,
  "ys_seq_share_pct": 0,
  "grt_pass1_wl_mm": 1.38,
  "ys_cells": 21,
  "ios": 33,
  "antenna_found_initial": 0,
  "timing.final.max_slew_violations": 0,
  "rsz0062_at_grt": "no",
  "worst_setup_path_start_kind": "input port",
  "routed_wl_um": 920,
  "grt_pass1_vias": 309,
  "grt_max_degree": 2,
  "yosys-stat-area_um2": 178,
  "gp_congestion": 0.843,
  "worstSetupEndpointType": "output port",
  "core_mm2": 0.00342,
  "vias_per_cell": 2.65,
  "outcome": "complete, no violations",
  "wl_per_cell_um": 9.20,
  "initial_utilization_pct": 5.20,
  "placed_cells_incl_taps": 100,
  "vias": 265,
  "io_buffer_count": 33,
  "drtPass1Iterations": 1,
  "maxCapViolCount": 0,
  "period_used_pct": 94.0,
  "synth_area_per_cell_um2": 8.46,
  "drc_errors": 0,
  "dieWidth_um": 80,
  "worst-endpoint-arrival_ns": 1.18,
  "warnings": 32,
  "drive_above_1_share_pct": 35.2,
  "synthDistinctLibCells": 3,
  "grtUsageTotal_pct": 2.66,
  "seq_area_um2": 0,
  "syn_inst": 21,
  "worst_pin_slew_ns": 0.175,
  "fin_crit_ns": 1.50,
  "synth_area_um2": 178,
  "finalSetupViolCount": 0,
  "hold_path_class": "in2out",
  "ir_worst_vdd_uv": 48.6,
  "powerDensity_mw_per_mm2": 205,
  "max_slew_margin_pct": 88.2,
  "final-hold-violation-count": 0,
  "dieArea_mm2": 0.00640,
  "synth.area.top_cells": "xnor2_1, nand4_1, nor4_2",
  "crit_type": "in2out",
  "p_leak_nw": 0.196,
  "top_cell_area_share_pct": 78.9,
  "fillers": 414,
  "cp.required_ns": 1.28,
  "instances_no_fill": 100,
  "largest_area_cell": "xnor2_1"
}
[cells by family after synthesis]
| family | share of synthesized area [%] |
|---|---|
| simple gates | 21.1 |
| xor+xnor | 78.9 |
[worst paths after layout]
path	startpoint	to	cells past startpoint
min	a[13]	r	5
max	a[14]	r	5
[critical path: stages]
cell and delay (ns):
dlygate4sd2_1 0.24, xnor2_1 0.16, nand4_1 0.12, nor4_2 0.21
buf_2 0.14
[metrics by stage]
step | TNS, ns | setup WS, ns | util, % | total power, mW | area (µm²)
2_1_floorplan | 0 | 0.506 | - | 0.0392 | 178
3_3_place_gp | -0.607 | -0.607 | 16.6 | 0.128 | 566
3_5_place_dp | -0.610 | -0.610 | 16.6 | 0.129 | 566
4_1_cts | 0 | 0.00149 | 15.3 | 0.102 | 524
5_1_grt | 0 | 0.000386 | 13.8 | 0.105 | 470
6_report | 0 | 0.0961 | 13.8 | 0.0966 | 470
[layer usage]
layer / routed length, µm / up-vias / share of wire, % / global-route usage (%)
met5: 0 / - / 0 / 0
met4: 0 / 0 / 0 / 0
li1: - / 139 / - / -
met1: 527 / 93 / 57 / 4.55
met3: 216 / 0 / 23 / 2.05
met2: 176 / 33 / 19 / 2.25
[what timing repair did]
action / 4_1_cts / 5_1_grt
gates resized: 38 / 32
pin swaps: 21 / 14
setup endpoints to repair: 1 / 1
hold buffers: 0 / 0
[layout by cell type (no fill, tap or decap), drive strengths merged]
master / count
clkbuf: 16
xnor2: 16
dlygate4sd2: 14
nand4: 4
clkdlybuf4s15: 2
nor4: 1
buf: 1
[Yosys cell counts (all sizes together)]
library cell  number
nand4              4
nor4               1
xnor2             16
[power breakdown]
group | leakage, nW | switching, mW | internal (mW)
Combinational | 0.196 | 0.0328 | 0.0638
Clock | 0 | 0 | 0
Sequential | 0 | 0 | 0
[cell type report]
cell class                      count  area, µm²  area share (%)
Multi-Input combinational cell     21        185            39.4
Tap cell                           46       57.6            12.2
Timing Repair Buffer               33        228            48.4
Power figures rest on the tool's default switching activity, not on a simulated workload.
